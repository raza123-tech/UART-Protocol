`design/flow/run.sh`:
```
#!/bin/bash
# OpenROAD 26Q1-2900-gdf79404cd8, Yosys 0.63+post, stock flow scripts
make -C /OpenROAD-flow-scripts/flow DESIGN_CONFIG=/design/flow/config.mk WORK_HOME=/design/flow/orfs finish
```
`design/flow/constraint.sdc`:
```
current_design topmodule

set clk_period 7.0
set clk_io_pct 0.2

create_clock -name clk0 -period $clk_period [get_ports {clk}]

set non_clock_inputs [all_inputs -no_clocks]
set_input_delay [expr $clk_period * $clk_io_pct] -clock clk0 $non_clock_inputs
set_output_delay [expr $clk_period * $clk_io_pct] -clock clk0 [all_outputs]
```
`design/flow/design.v`:
```
module debouncing #(
    parameter integer THRESHOLD = 100
)(
    input  wire clk,
    input  wire btn,
    output reg  transmit
);
    reg ff1, ff2;
    reg [31:0] count;
    initial begin
        ff1 = 1'b0;
        ff2 = 1'b0;
        count = 0;
        transmit = 1'b0;
    end
    always @(posedge clk) begin
        ff1 <= btn;
        ff2 <= ff1;
    end
    always @(posedge clk) begin
        if (ff2) begin
            if (count < THRESHOLD) count <= count + 1;
        end else begin
            if (count > 0) count <= count - 1;
        end
        if (count >= THRESHOLD) transmit <= 1'b1;
        else transmit <= 1'b0;
    end
endmodule
module shared_mem #(
    parameter integer WIDTH = 8,
    parameter integer DEPTH = 16,
    parameter integer ADDR_WIDTH = 4
)(
    input  wire clk,
    input  wire we,
    input  wire [ADDR_WIDTH-1:0] waddr,
    input  wire [WIDTH-1:0] wdata,
    input  wire re,
    input  wire [ADDR_WIDTH-1:0] raddr,
    output reg  [WIDTH-1:0] rdata
);
    reg [WIDTH-1:0] mem [0:DEPTH-1];
    always @(posedge clk) begin
        if (we) mem[waddr] <= wdata;
        if (re) rdata <= mem[raddr];
    end
endmodule
module receiver #(
    parameter integer CLK_FREQ   = 1000000,
    parameter integer BAUD_RATE  = 9600,
    parameter integer DIV_SAMPLE = 4
)(
    input  wire       clk,
    input  wire       rst,
    input  wire       rxd,
    output wire [7:0] rxddata,
    output reg        data_ready
);
    localparam integer DIV_COUNTER = CLK_FREQ / (BAUD_RATE * DIV_SAMPLE);
    localparam integer MID_SAMPLE  = DIV_SAMPLE / 2;
    localparam integer DIV_BIT     = 10;
    reg [13:0] baudcnt;
    reg [1:0] samplecnt;
    reg [3:0] bitcnt;
    reg [9:0] rxshift;
    reg state;
    assign rxddata = rxshift[8:1];
    initial begin
        baudcnt = 0;
        samplecnt = 0;
        bitcnt = 0;
        rxshift = 10'h3FF;
        data_ready = 1'b0;
        state = 1'b0;
    end
    always @(posedge clk) begin
        if (rst) begin
            state <= 1'b0;
            baudcnt <= 0;
            samplecnt <= 0;
            bitcnt <= 0;
            rxshift <= 10'h3FF;
            data_ready <= 1'b0;
        end else begin
            data_ready <= 1'b0;
            if (baudcnt < DIV_COUNTER - 1) begin
                baudcnt <= baudcnt + 1;
            end else begin
                baudcnt <= 0;
                if (state == 1'b0) begin
                    samplecnt <= 0;
                    bitcnt <= 0;
                    if (~rxd) begin
                        state <= 1'b1;
                    end
                end else begin
                    if (samplecnt == MID_SAMPLE - 1) begin
                        rxshift <= {rxd, rxshift[9:1]};
                    end
                    if (samplecnt < DIV_SAMPLE - 1) begin
                        samplecnt <= samplecnt + 1;
                    end else begin
                        samplecnt <= 0;
                        bitcnt <= bitcnt + 1;
                        if (bitcnt + 1 >= DIV_BIT) begin
                            data_ready <= 1'b1;
                            state <= 1'b0;
                        end
                    end
                end
            end
        end
    end
endmodule
module topmodule #(
    parameter integer CLK_FREQ = 1000000,
    parameter integer BAUD_RATE = 9600,
    parameter integer DB_THRES = 100
)(
    input  wire [7:0] data_in,
    input  wire clk,
    input  wire btn,
    input  wire reset,
    output wire txd,
    output wire [7:0] mem_out_data,
    output wire [3:0] mem_wr_addr,
    output wire tx_done_dbg,
    output wire rx_ready_dbg,
    output wire [7:0] rx_byte_dbg
);
    wire transmit_db;
    wire tx_done;
    wire [7:0] rx_byte;
    wire rx_ready;
    reg [3:0] write_addr;
    reg mem_we, mem_re;
    wire [7:0] mem_rdata;
    debouncing #(.THRESHOLD(DB_THRES)) DB (
        .clk(clk), .btn(btn), .transmit(transmit_db)
    );
    transmitter #(.CLK_FREQ(CLK_FREQ), .BAUD_RATE(BAUD_RATE)) TX (
        .clk(clk), .reset(reset), .data_in(data_in),
        .transmit(transmit_db), .txd(txd), .tx_done(tx_done)
    );
    receiver #(.CLK_FREQ(CLK_FREQ), .BAUD_RATE(BAUD_RATE)) RX (
        .clk(clk), .rst(reset), .rxd(txd), .rxddata(rx_byte), .data_ready(rx_ready)
    );
    shared_mem #(.WIDTH(8), .DEPTH(16), .ADDR_WIDTH(4)) MEM (
        .clk(clk), .we(mem_we), .waddr(write_addr), .wdata(data_in),
        .re(mem_re), .raddr(write_addr), .rdata(mem_rdata)
    );
    initial begin
        write_addr = 0;
        mem_we = 0;
        mem_re = 0;
    end
    always @(posedge clk) begin
        if (reset) begin
            write_addr <= 0;
            mem_we <= 1'b0;
            mem_re <= 1'b0;
        end else begin
            mem_we <= 1'b0;
            mem_re <= 1'b0;
            if (tx_done) begin
                mem_we <= 1'b1;
                write_addr <= write_addr + 1;
            end
            if (rx_ready) begin
                mem_re <= 1'b1;
            end
        end
    end
    assign mem_out_data = mem_rdata;
    assign mem_wr_addr = write_addr;
    assign tx_done_dbg = tx_done;
    assign rx_ready_dbg = rx_ready;
    assign rx_byte_dbg = rx_byte;
endmodule
module transmitter #(
    parameter integer CLK_FREQ  = 1000000,
    parameter integer BAUD_RATE = 9600
)(
    input  wire        clk,
    input  wire        reset,
    input  wire [7:0]  data_in,
    input  wire        transmit,
    output reg         txd,
    output reg         tx_done
);
    localparam integer BAUD_COUNT = CLK_FREQ / BAUD_RATE;
    reg state;
    reg [15:0] baudcnt;
    reg [3:0] bits_sent;
    reg [9:0] shift_reg;
    initial begin
        state = 0;
        baudcnt = 0;
        bits_sent = 0;
        shift_reg = 10'h3FF;
        txd = 1'b1;
        tx_done = 1'b0;
    end
    always @(posedge clk) begin
        if (reset) begin
            state <= 0;
            baudcnt <= 0;
            bits_sent <= 0;
            shift_reg <= 10'h3FF;
            txd <= 1'b1;
            tx_done <= 1'b0;
        end else begin
            tx_done <= 1'b0;
            if (state == 1'b0) begin
                if (transmit) begin
                    baudcnt <= 0;
                    bits_sent <= 0;
                    shift_reg <= {1'b1, data_in, 1'b0};
                    state <= 1'b1;
                end
            end else begin
                if (baudcnt < BAUD_COUNT - 1)
                    baudcnt <= baudcnt + 1;
                else begin
                    baudcnt <= 0;
                    txd <= shift_reg[0];
                    shift_reg <= {1'b1, shift_reg[9:1]};
                    bits_sent <= bits_sent + 1;
                    if (bits_sent + 1 >= 10) begin
                        tx_done <= 1'b1;
                        state <= 1'b0;
                        txd <= 1'b1;
                    end
                end
            end
        end
    end
endmodule
```
`design/flow/config.mk`:
```
export PLATFORM = sky130hd
export DESIGN_NAME = topmodule
export DESIGN_NICKNAME = topmodule
export VERILOG_FILES = /design/flow/design.v
export SDC_FILE = /design/flow/constraint.sdc
export NUM_CORES = 4
export LEC_CHECK = 1
export CORE_UTILIZATION = 40
```
==> impl_results.rst <==
Synthesis and place-and-route
=============================

.. list-table::
   :header-rows: 1

   * - Metric
     - Value
   * - Status
     - complete, no violations
   * - Largest register by flop count
     - MEM.mem
   * - Std-Cell Rows
     - around 59
   * - Cell taking the most area after synthesis
     - sky130_fd_sc_hd__edfxtp_1
   * - Count of library flops with an enable pin
     - 168
   * - Kind of start point of the critical path
     - flip-flop
   * - Adders+Majority by Area
     - 0.0525
   * - Fraction of the cycle the final worst path needs
     - 0.486
   * - Highest-count logic cell in the final layout
     - sky130_fd_sc_hd__edfxtp_1
   * - Number of maximum-capacitance constraint violations
     - 0
   * - Worst hold path class
     - reg -> reg
   * - Switch share
     - 0.282
   * - Longest Clk Path Bufs
     - 3
   * - Final period demand of the worst path
     - 3.40 ns
   * - Fraction of layout instances using a drive strength above 1
     - 0.143
   * - Final-report setup violation count
     - 0
   * - Relative area change from synthesis to final layout
     - 15.0%
   * - Sum of net half-perimeters after detailed placement
     - approximately 13,000 um
   * - Post-synth top flop
     - sky130_fd_sc_hd__edfxtp_1
   * - FF+latch count, synth
     - 240
   * - Sum of overflow across all layers after global routing
     - 0
   * - Clock-pin transition on the worst setup and hold timing paths
     - roughly 0.060 ns
   * - Cell count listed in synth_stat.txt
     - 785
   * - Worst path arrival time
     - 2.00 ns
   * - Die X
     - roughly 170 um
   * - Count of pins on the block boundary
     - 34
   * - Final-layout setup total negative slack
     - 0 ns
   * - Main logic family after synthesis
     - simple AND/OR/NAND/NOR gates
   * - Clock share of power
     - 0.336
   * - DRC marker count from the first detailed-route iteration
     - 401
   * - Simple share
     - 0.103
   * - Skew-Pair Late Insertion Delay
     - between 0.5 and 0.6 ns
   * - Pwr dens
     - around 330 nW/um^2
   * - Sequential Power Share
     - 0.442
   * - Tightest hold margin
     - 0.370 ns
   * - Part of the power in combinational logic
     - 0.222
   * - Setup repair after global routing missed its margin
     - false
   * - Number of iterations in the first detailed-routing pass
     - 4
   * - Via-per-instance ratio
     - about 5.2
   * - Sequential fraction of the synthesis area
     - 0.610
   * - Switching Power
     - around 1100 uW
   * - Vertical die size
     - between 150 and 200 um
   * - Clock tree from TritonCTS
     - yes
   * - Crit path required time
     - ~5.6 ns
   * - Area fraction in xor and xnor cells
     - 0.0305
   * - Number of nets with antenna violations after detailed routing
     - 0
   * - FILL cells
     - between 2,000 and 2,500
   * - Cell count after placement
     - about 1,100
   * - Kind of critical path
     - reg -> out
   * - Global routing met3 resource utilization
     - 0.0666
   * - Core Box Area
     - around 26,000 um^2
   * - Max Clock Skew
     - roughly 0.014 ns
   * - Critical Path Fanout Max
     - 38
   * - Antenna Diode Count
     - 0
   * - Kind of end point of the critical path
     - primary output
   * - Total area of multi-input combinational cells
     - between 3000 and 4000 um^2
   * - Main area contributors
     - sky130_fd_sc_hd__edfxtp_1 (47%), sky130_fd_sc_hd__dfxtp_1 (14%), sky130_fd_sc_hd__mux4_2 (8.5%)
   * - Cell count after synthesis
     - roughly 790
   * - H-tree level count
     - 1
   * - Library cell used as clock root buffer
     - sky130_fd_sc_hd__clkbuf_16
   * - Number of global-route vias before repair
     - roughly 6,400
   * - Number of antenna violations at the first check in global routing
     - 0
   * - Actual transition at the worst max-transition pin
     - 0.903 ns
   * - Share of async-settable or async-resettable flops after synthesis
     - 0
   * - Pin count of the biggest net entering global routing
     - ~50
   * - R2R Path Start
     - DB.ff2
   * - Number of gates resized after CTS
     - 0
   * - Top achievable clock speed
     - 294 MHz
   * - Hold path start
     - DB.ff1
   * - Post-CTS Hold Buffers
     - 0
   * - Area leader share
     - 0.475
   * - Internal Pwr Total
     - around 2900 uW
   * - Total placed instance area
     - 11,400 um^2
   * - Filler-free cell count of the finished design
     - about 1,200
   * - Fin. max-slew vios
     - 0
   * - Starting Density
     - 0.408
   * - Leakage power
     - ~0.0043 uW
   * - Clock tree sinks
     - ~240
   * - Mean routed wirelength per cell
     - between 15 and 20 um
   * - Post-route cell area
     - roughly 12,000 um^2
   * - Weighted congestion reported at the end of routability-driven placement
     - ~0.90
   * - Leading registers by flop count
     - MEM.mem: 128 flops, DB.count: 32 flops, TX.baudcnt: 16 flops
   * - Cell area after synthesis
     - ~11,000 um^2
   * - Most frequently placed logic cells in the final layout
     - sky130_fd_sc_hd__edfxtp_1 (168), sky130_fd_sc_hd__dfxtp_1 (70), sky130_fd_sc_hd__nor2_1 (64), sky130_fd_sc_hd__nand2_1 (61), sky130_fd_sc_hd__a21oi_1 (45)
   * - Synth Area per Inst
     - 13.5 um^2
   * - Sequential Area
     - 6490 um^2
   * - Tally of OpenROAD warnings
     - 32
   * - CP Launch Point
     - write_addr[0]
   * - Wire length after detailed routing
     - ~20,000 um
   * - Full die area
     - 27,200 um^2
   * - Max reg flops
     - roughly 130
   * - Met2 global-route usage
     - 0.250
   * - Total DRC errors in the routed layout
     - 0
   * - Post-synthesis share of cell area spent on and-or and or-and gates
     - 0.0858
   * - GRT Util Overall
     - 0.165
   * - Max_slew headroom
     - 0.396
   * - GR met1 Demand/Resource
     - 0.241
   * - Total of warnings raised by yosys
     - 5
   * - Final Hold Viols
     - 0
   * - Mux cell area share
     - 0.0932
   * - Count of buffers from port buffering
     - 33
   * - Buffer count from post-CTS setup fixing
     - 0
   * - Post-synthesis chip area from yosys
     - 10,600 um^2
   * - Total via count in the routed design
     - approximately 6,200
   * - Cts bufs inserted
     - 26
   * - Peak supply drop
     - 251 uV
   * - Global-route layer with the greatest usage
     - met2
   * - Wire length of the first global-routing pass
     - around 33,000 um
   * - Number of distinct library cells after synthesis
     - a little under 70
==> layout make-up <==
class / instances / share of cell area
Sequential cell: 240 / 0.531
Tap cell: 335 / 0.0343
Clock buffer: 38 / 0.0645
Inverter: 20 / 0.00614
Timing Repair Buffer: 49 / 0.0365
Clock inverter: 10 / 0.00584
Multi-Input combinational cell: 496 / 0.322
==> routing by layer <==
metal | vias up | share of wire
met2 | 196 | 0.46
li1 | 3052 | -
met4 | 0 | 0.021
met1 | 2955 | 0.44
met5 | - | 0
met3 | 28 | 0.086
==> kinds of logic (layout without fill, tap and decap cells) <==
| kind of cell | after synthesis | count (layout) |
|---|---|---|
| muxes | 49 | 49 |
| xor gates and xnor gates | 37 | 37 |
| adders and majority gates | 44 | 44 |
| DFF | 240 | 240 |
| other | 1 | 9 |
| AOI/OAI and AO/OA | 133 | 133 |
| buffers and inverters | 57 | 117 |
| and+or+nand+nor | 224 | 224 |
==> metrics by stage <==
step           worst slack (ns)  total power (uW)  utilization
5_1_grt                    3.43              4180        0.469
3_3_place_gp               3.93              2670        0.436
4_1_cts                    3.54              4010        0.469
3_5_place_dp               3.89              2660        0.436
2_1_floorplan              3.95              2470            -
6_report                   3.60              3970        0.469
==> cell usage after synthesis (4+ instances only) <==
cell,instances
sky130_fd_sc_hd__a211o_1,8
sky130_fd_sc_hd__nor3_1,14
sky130_fd_sc_hd__nor4_1,9
sky130_fd_sc_hd__nand2_1,61
sky130_fd_sc_hd__nor2b_1,9
sky130_fd_sc_hd__o21ai_0,23
sky130_fd_sc_hd__nand2b_1,7
sky130_fd_sc_hd__and2_1,10
sky130_fd_sc_hd__buf_2,6
sky130_fd_sc_hd__nor2_1,64
sky130_fd_sc_hd__inv_1,20
sky130_fd_sc_hd__nand3_1,13
sky130_fd_sc_hd__buf_4,8
sky130_fd_sc_hd__mux2i_1,9
sky130_fd_sc_hd__clkbuf_1,20
sky130_fd_sc_hd__edfxtp_1,168
sky130_fd_sc_hd__xnor2_1,18
sky130_fd_sc_hd__ha_1,43
sky130_fd_sc_hd__xor2_1,19
sky130_fd_sc_hd__dfxtp_1,72
sky130_fd_sc_hd__nand4_1,8
sky130_fd_sc_hd__or3_1,4
sky130_fd_sc_hd__a21o_1,13
sky130_fd_sc_hd__mux4_2,40
sky130_fd_sc_hd__nand3b_1,10
sky130_fd_sc_hd__and3_1,4
sky130_fd_sc_hd__a21oi_1,46
sky130_fd_sc_hd__a211oi_1,5
==> power groups by stage <==
| stage | logic [uW] | clock network [uW] | registers, uW |
|---|---|---|---|
| CTS | 881 | 1370 | 1760 |
| global route | 994 | 1420 | 1770 |
| finish | 883 | 1330 | 1760 |
==> critical path, stage by stage, from the launching register on <==
cell,delay [ns]
sky130_fd_sc_hd__dfxtp_2,0.31
sky130_fd_sc_hd__buf_4,0.57
sky130_fd_sc_hd__clkdlybuf4s50_1,0.59
==> path summary, 6_finish.rpt <==
kind	end	slack (ns)	cells after the start
worst min register to register	DB.ff2	0.37	0
worst min-delay path	DB.ff2	0.37	0
worst max register to register	DB.count[27]	3.85	11
worst max-delay path	mem_wr_addr[0]	3.60	2
Power and IR drop assume default switching activity.
